<file path="./run.sh">
#!/bin/bash
# OpenROAD 26Q1-2900-gdf79404cd8, Yosys 0.63+post, stock flow scripts
make -C /OpenROAD-flow-scripts/flow DESIGN_CONFIG=/design/flow/config.mk WORK_HOME=/design/flow/orfs finish
</file>
<file path="./config.mk">
export PLATFORM = sky130hd
export DESIGN_NAME = AudioController
export DESIGN_NICKNAME = AudioController
export VERILOG_FILES = /design/flow/design.v
export SDC_FILE = /design/flow/constraint.sdc
export NUM_CORES = 4
export LEC_CHECK = 1
export CORE_AREA = 10 10 85 85
export DIE_AREA = 0 0 95 95
</file>
<file path="./constraint.sdc">
current_design AudioController

set clk_period 4.6
set clk_io_pct 0.2

create_clock -name clk0 -period $clk_period [get_ports {clk}]

set non_clock_inputs [all_inputs -no_clocks]
set_input_delay [expr $clk_period * $clk_io_pct] -clock clk0 $non_clock_inputs
set_output_delay [expr $clk_period * $clk_io_pct] -clock clk0 [all_outputs]
</file>
<file path="./design.v">
module PWMSerializer #(
    parameter 
    PULSE_FREQ = 1,          
    SYS_FREQ   = 100         
    )(
    input clk,               
    input reset,             
    input[6:0] duty_cycle,        
    output reg signal = 0    
    );
    localparam PULSE_WINDOW = SYS_FREQ/PULSE_FREQ;
    localparam PULSE_HALF   = PULSE_WINDOW >> 1;
    localparam PULSE_BITS   = $clog2(PULSE_HALF) + 1;
    reg[PULSE_BITS-1:0] pulseCounter = 0;
    always @(posedge clk or posedge reset) begin
        if(reset) begin
            pulseCounter <= 0;
        end else begin
            if(pulseCounter < PULSE_WINDOW-1) begin
                pulseCounter <= pulseCounter + 1;
            end else begin
                pulseCounter <= 0;
            end
        end
    end
    wire lessThan; 
    reg delayerBit = 0;
    assign lessThan = pulseCounter < duty_cycle;
    always @(negedge clk) begin
        signal <= lessThan;
    end
endmodule
module AudioController(
    input        clk, 		
    input        micData,	
    input[3:0]   switches,	
    output       micClk, 	
    output       chSel,		
    output       audioOut,	
    output       audioEn);	
	localparam MHz = 1000000;
	localparam SYSTEM_FREQ = 100*MHz;  
	wire[6:0] duty_cycle, max, min;
	assign max = 7'd75;
	assign min = 7'd25;
	assign duty_cycle = desiredClock ? max : min;
	PWMSerializer PWM(clk, 1'b0, duty_cycle, audioOut);
	wire[17:0] counterLimit;
	assign counterLimit = SYSTEM_FREQ / (2*FREQs[switches]);
	reg desiredClock = 0;
	reg[17:0] counter = 0;
	always @(posedge clk) begin
		if(counter < counterLimit)
			counter <= counter + 1;
		else begin
			counter <= 0;
			desiredClock <= ~desiredClock;
		end
	end
endmodule
</file>
==> notes.md <==
run results: outcome=completed, final hold vios=0, Crit path depth=1, vias in the first global route=642, WP buf/inv=1, layout cells sized above 1=10.1%, CTS buffer count=3, IO Count=10, Tot GR Track Use=3.77%, cell internal pwr=0.296 mW, Congestion Overflow GR=0, Worst Hold Class=flop to flop, die x size=95 um, clock tree sinks=27, Synth area leaders=dfxtp_1 (44%), xnor2_1 (6.7%), xor2_1 (6.7%), drt drc=0, fillers=595, Setup Buffers After CTS=0, CP Capture Point=audioOut, maximum fanout along the worst path=1, capture point of the worst reg-to-reg path=PWM.signal, flops & latches, synth=27, first drt pass iteration count=2, cells along the critical path=clkdlybuf4s50_1, CP required=3.68 ns, setup violators final=0, synthesis area per yosys=0.00118 mm2, Cells after Synth=116, cts hold-fix bufs=0, Via Count=736, Worst Path Arrival=3.37 ns, Worst Setup Start Kind=flop, post-synth top area cell=dfxtp_1, Syn Area/Cell=10.1 um2, Cell Type Count=30, initial antenna violation count=0, maximum vdd ir drop=0.183 mV, reg2reg setup slack=0.75 ns, WS Path Type=flop to primary output, # Cells Yosys=116, post-route ant nets=0, slowest stage delay, CP=0.45 ns, clk_skew=0.0620 ns, Area growth syn-to-layout=10.5%, Die Y=95 um, Slew Viols, Final=0, delay-heaviest family, CP=buffers and inverters, CP endpoint kind=primary output, sequential cell fraction of total power=63.5%, worst reg2reg path depth=5, H-Tree Depth=1, first-pass GRT wire length=2830 um, max-cap violations=0, Root Driver=clkbuf_8, fin worst setup slack=0.310 ns, DRT Wirelength=1710 um, post-synthesis sequential area ratio=46.8%, unrepaired setup endpoints after global routing=no, FP Core Util=21.5%, Std-Cell Rows=27, Power Total=0.370 mW, P per Cell Area=284 mW/mm2, Slowest-stage cell, CP=clkdlybuf4s50_1, vias per cell=3.85, combinational share of power=0%, DR iter-0 viols=33, r2r startpoint=desiredClock, Lkg Pwr=0.546 nW, Log Warnings=31, DP Wirelength=1200 um, die area=0.00903 mm2, Place WS=0.642 ns, Sw Ratio=19.9%, I/O Buffers=1, core footprint=0.00547 mm2, Synth Cell Area=0.00118 mm2, Antenna Cells=0, Yosys warnings=7, clock group share of total power=36.5%, pin count of the biggest net entering global routing=16, Worst-Skew Late Latency=0.33 ns, WL/cell=8.97 um, Max Root-Sink Buffers=2, sw power=0.0737 mW, worst setup path startpoint=PWM.signal, Worst-path clk slew=0.09 ns, Final GP Congestion=0.711, CTS tree=yes, Final TNS setup=0 ns, PostCTS Resize Cnt=0, Max-area cell share=44.2%
## cells in the final DEF (no fill, tap or decap), types with 2 or more instances in the layout
cell type and count:
conb_1 3, nor3_1 3, xor2_1 9, and4_1 2
clkbuf_8 3, dfxtp_1 26, and3_1 5, xnor2_1 9
nand4_1 2, o21ai_0 2, a21oi_1 3, ha_1 5
inv_1 4, nand2_1 5, nor2b_1 2, nand3_1 5
nor2_1 16
## layout make-up
cell class                      count  area (um2)  share of cell area [%]
Clock inverter                      2        8.76                   0.673
Multi-Input combinational cell     83         589                    45.3
Timing Repair Buffer                1        10.0                   0.769
Inverter                            3        11.3                   0.865
Sequential cell                    27         551                    42.3
Clock buffer                        3        41.3                    3.17
Tap cell                           72        90.1                    6.92
## metal layers
metal | vias to the layer above | global-route usage, % | wire [um]
li1 | 406 | - | -
met1 | 322 | 5.84 | 979
met2 | 6 | 4.98 | 638
met3 | 2 | 1.44 | 77
met4 | 0 | 0.374 | 17
met5 | - | 0 | 0
## synth_stat cells
| cell | n |
|---|---|
| a311o_1 | 1 |
| ha_1 | 5 |
| nand3_2 | 1 |
| buf_4 | 4 |
| nand2_1 | 5 |
| a31oi_1 | 1 |
| and3_1 | 5 |
| a211o_1 | 1 |
| inv_1 | 4 |
| o21ai_0 | 2 |
| a21oi_1 | 3 |
| conb_1 | 1 |
| a2111oi_2 | 1 |
| nand4_1 | 2 |
| nor2b_1 | 2 |
| nand3_1 | 5 |
| nand4_2 | 1 |
| xor2_1 | 9 |
| nor3_4 | 1 |
| nand4_4 | 1 |
| dfxtp_1 | 26 |
| o22a_1 | 1 |
| nor3_1 | 3 |
| and4bb_2 | 1 |
| or2_2 | 1 |
| nor2_1 | 16 |
| edfxtp_1 | 1 |
| nor4_2 | 1 |
| xnor2_1 | 9 |
| and4_1 | 2 |
## power by group through the flow
| stage | Clock [mW] | Sequential [mW] | Combinational [mW] |
|---|---|---|---|
| global route | 0.150 | 0.235 | 0.000258 |
| CTS | 0.141 | 0.235 | 0.000222 |
| finish | 0.135 | 0.235 | 0.000116 |
## worst min path at each step
stage / start / end / cells past startpoint
after CTS: counter[14] / counter[14] / 1
final: counter[14] / counter[14] / 1
after global routing: counter[16] / counter[16] / 1
## through the flow
step	cell area (um2)	utilization [%]	hold slack [ns]	std cells
finish	1300	23.8	0.453	191
global route	1300	23.8	0.479	191
CTS	1300	23.8	0.454	191
detailed placement	1250	22.9	0.438	187
global placement	1250	22.9	0.439	187
floorplan	1180	-	0.423	118
## cell families (layout without fill, tap and decap cells)
group,count (synthesis),in the layout,synth area share (%)
other,1,3,0.319
xor gates and xnor gates,18,18,13.4
DFF,27,27,46.8
AOI/OAI and AO/OA,10,10,6.27
adders and majority gates,5,5,5.31
buffers and inverters,8,9,3.83
and+or+nand+nor,47,47,24.1
## flip-flops by register name (all words and copies together) (netlist names)
signal,count
PWM.pulseCounter,7
PWM.signal,1
counter,18
desiredClock,1
Power and IR drop assume default switching activity.
